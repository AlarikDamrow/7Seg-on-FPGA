### design/flow/design.v
`timescale 1ns / 1ps
module BCD_To_7seg(
    input [3:0] Q,
    output reg [7:0] cathode
    );
    always@(*) begin
        case(Q)
            4'b0000 : cathode = 8'b00000011;
            4'b0001 : cathode = 8'b10011111;
            4'b0010 : cathode = 8'b00100101;
            4'b0011 : cathode = 8'b00001101;
            4'b0100 : cathode = 8'b10011001;
            4'b0101 : cathode = 8'b01001001;
            4'b0110 : cathode = 8'b01000001;
            4'b0111 : cathode = 8'b00011111;
            4'b1000 : cathode = 8'b00000001;
            4'b1001 : cathode = 8'b00001001;
            4'b1010 : cathode = 8'b11111110;
            default : cathode = 8'b11111111;
        endcase
    end
endmodule
### design/flow/run.sh
#!/bin/bash
# OpenROAD 26Q1-2900-gdf79404cd8, Yosys 0.63+post, stock flow scripts
make -C /OpenROAD-flow-scripts/flow DESIGN_CONFIG=/design/flow/config.mk WORK_HOME=/design/flow/orfs finish
### design/flow/config.mk
export PLATFORM = sky130hd
export DESIGN_NAME = BCD_To_7seg
export DESIGN_NICKNAME = BCD_To_7seg
export VERILOG_FILES = /design/flow/design.v
export SDC_FILE = /design/flow/constraint.sdc
export NUM_CORES = 4
export LEC_CHECK = 1
export CORE_AREA = 10 10 70 70
export DIE_AREA = 0 0 80 80
### design/flow/constraint.sdc
current_design BCD_To_7seg

set clk_period 1.2
set clk_io_pct 0.2

create_clock -name clk0 -period $clk_period

set non_clock_inputs [all_inputs -no_clocks]
set_input_delay [expr $clk_period * $clk_io_pct] -clock clk0 $non_clock_inputs
set_output_delay [expr $clk_period * $clk_io_pct] -clock clk0 [all_outputs]
==> reports/metrics.cfg <==
[floorplanning]
core_area_um2=3416
die_width_um=80
chipArea_um2=6400
num_io_pins=12
row_count=21
initial_utilization_pct=6.007
dieHeight_um=80

[synthesis]
postSynthSeqShare_pct=0
ys_cells=32
yosysWarnings=1
synth_cells=32
yosysUniqueCellTypes=15
yosys-stat-area_um2=205.2
syn_avg_cell_area_um2=6.412
syn_area_um2=205.2

[placed_design]
portBuffers=12
placedInstanceArea_um2=424.2
place_congestion=0.6241
hpwl_um=666.5

[global_route]
grt_pass1_vias=281
grt_max_degree=9
grt.overflow.total=0
antenna_found_initial=0
grt_usage_pct=2.563
grt_pass1_wl_um=1393

[route]
wl_per_cell_um=8.592
wl_met3_um=43
drt-total-wl_um=885
dr_total_vias=305
via_per_inst=2.961
top_layer=met3
firstDrtPassIters=4
wl_met2_um=437
antennaDiodeCount=0
ant_nets=0
drc=0
drt-met1-wl_um=403
drt_iter0_drc=18

[worst_setup_path]
cp_max_fo=3
crit_buf_inv=3
cp.arrival_ps=1170
worst_path_largest_cell_delay_ps=220
cp-start-kind=input pin
required_ps=960
path_cells=buf_6, ha_4, or2_1, a21oi_2, buf_4, nor2_4, buf_2
critical_path_class=in -> out
critPathTopFamily=buffers and inverters
end_kind=primary output
slowest_stage=or2_1

[final_timing]
hold_viol_final=0
rsz0062_at_grt=yes
slew_viol_final=0
fin_crit_ps=1406
setup_ws_ps=-205.9
setup_viol=4
fin_crit_sh_pct=117.2
clock.fmax_ghz=0.7113
worst_pin_slew_ps=186.7
setup_tns_ps=-449.4
maxSlewHeadroom_pct=87.51

[layout]
fin_util_pct=15.24
register_area_um2=0
syn_to_final_growth_pct=153.7
final_area_um2=520.5
n_clock_buffer=0
flops=0
final_layout_size_suffix_gt1_share_pct=71.93

[job]
warnings=38
drv_cap=0

[min_path]
hold_class=in -> out

[status]
status=complete, but fails checks
violations=setup timing

[power_and_ir_drop]
power_density_nw_per_um2=308.6
p_leak_nw=0.2235
peakVddDrop_mv=0.05838

[clocking]
cts_hold_buffers=0

## cells in the mapped netlist (all sizes together)
cell,n,area (um^2)
nand2,1,3.750
nand3,1,5.000
a22oi,1,7.510
buf,1,11.26
nand2b,2,12.51
nor2,6,22.52
inv,4,15.01
a31oi,1,6.260
or2,1,6.260
xor2,1,8.760
o21ai,2,10.01
ha,5,62.56
a21oi,6,33.78
## routing by layer
metal	vias up	global-route usage (%)
met2	5	4.575
li1	157	-
met5	-	0
met1	143	3.362
met4	0	0
met3	0	0.3409
## per-stage QoR
| stage | setup slack, ps | hold slack (ps) | power, mW | cells |
|---|---|---|---|---|
| floorplan | 114.4 | 535.3 | 0.04542 | 32 |
| global placement | -916.0 | 1555 | 0.1327 | 96 |
| detailed placement | -902.8 | 1558 | 0.1332 | 96 |
| CTS | -181.0 | 925.7 | 0.1568 | 102 |
| global route | -266.3 | 933.5 | 0.1793 | 103 |
| finish | -205.9 | 885.2 | 0.1606 | 103 |
## where the power goes
group	leakage, nW	switching [mW]	internal, mW	total [mW]
logic	0.223	0.0685	0.0921	0.161
clock network	0	0	0	0
registers	0	0	0	0
total	0.223	0.0685	0.0921	0.161
## logic make-up (layout without fill, tap and decap cells)
group / count (synthesis) / count (layout) / share of synthesized area, %
buf+inv: 5 / 30 / 12.80
fa+ha+maj: 5 / 5 / 30.49
xor+xnor: 1 / 1 / 4.269
simple gates: 11 / 11 / 24.39
compound gates: 10 / 10 / 28.05
## final timing paths
path / from / end / cells after the start
setup / recovery: Q[0] / cathode[7] / 7
hold / removal: Q[3] / cathode[4] / 4
## area by class of cell
cell class                      count  area (um^2)
Fill cell                         390         2895
Multi-Input combinational cell     27        247.7
Timing Repair Buffer               26        195.2
Tap cell                           46        57.56
Inverter                            4        20.02
## cells in the final DEF (no fill, tap or decap), drive strengths merged, types with 2 or more instances in the layout
cell type,count
a21oi,6
buf,25
nand2b,2
nor2,6
o21ai,2
ha,5
inv,4
## repair_timing
item | in CTS | in global routing
setup endpoints to repair | 8 | 8
pin swaps | 7 | 5
setup buffers | 6 | 1
resized | 54 | 12
Power is estimated from default activity; no workload was simulated.
